**flow/run.sh**
```bash
#!/bin/bash
# OpenROAD 26Q1-2900-gdf79404cd8, Yosys 0.63+post, stock flow scripts
make -C /OpenROAD-flow-scripts/flow DESIGN_CONFIG=/design/flow/config.mk WORK_HOME=/design/flow/orfs finish
```
**flow/config.mk**
```make
export PLATFORM = sky130hd
export DESIGN_NAME = fir_filter_pipeline
export DESIGN_NICKNAME = fir_filter_pipeline
export VERILOG_FILES = /design/flow/design.v
export SDC_FILE = /design/flow/constraint.sdc
export NUM_CORES = 4
export LEC_CHECK = 1
export CORE_UTILIZATION = 40
export SYNTH_MEMORY_MAX_BITS = 65536
```
**flow/constraint.sdc**
```tcl
current_design fir_filter_pipeline

set clk_period 11.4
set clk_io_pct 0.2

create_clock -name clk0 -period $clk_period [get_ports {clk}]

set non_clock_inputs [all_inputs -no_clocks]
set_input_delay [expr $clk_period * $clk_io_pct] -clock clk0 $non_clock_inputs
set_output_delay [expr $clk_period * $clk_io_pct] -clock clk0 [all_outputs]
```
**flow/design.v**
```verilog
module carry_save_adder(
    input [31:0] a,
    input [31:0] b,
    input [31:0] c,
    output [31:0] sum,
    output [31:0] cout
);
wire [31:0] partial_sum;
wire [31:0] carry_out;
genvar i;
generate
for (i = 0; i < 32; i=i+1) begin : csa_loop
    full_adder fa(
        .a(a[i]),
        .b(b[i]),
        .cin(c[i]),
        .sum(partial_sum[i]),
        .cout(carry_out[i])
    );
end
endgenerate
ripple_carry_adder_32bit rca(
    .a(partial_sum),
    .b(carry_out),
    .sum(sum)
);
endmodule
module dadda_multiplier(
input [15:0] a,
input [15:0] b,
output [31:0] product
);
wire [15:0] pp [0:15];
genvar i;
generate
for (i = 0; i < 16; i=i+1) begin
assign pp[i] = a & {16{b[i]}};
end
endgenerate
wire [31:0] spp [0:15];
generate
for (i = 0; i < 16; i=i+1) begin
assign spp[i] = {16'b0, pp[i]} << i;
end
endgenerate
reg [31:0] stage1 [0:7];
integer j;
always @(*) begin
for (j = 0; j < 8; j=j+1) begin
stage1[j] = spp[j*2] + spp[j*2+1];
end
end
reg [31:0] stage2 [0:3];
integer k;
always @(*) begin
for (k = 0; k < 4; k=k+1) begin
stage2[k] = stage1[k*2] + stage1[k*2+1];
end
end
reg [31:0] stage3 [0:1];
always @(*) begin
stage3[0] = stage2[0] + stage2[1];
stage3[1] = stage2[2] + stage2[3];
end
assign product = stage3[0] + stage3[1];
endmodule
module dff_32bit(
input clk,
input reset,
input [31:0] d,
output reg [31:0] q
);
always @(posedge clk or posedge reset) begin
if (reset) begin
q <= 0;
end else begin
q <= d;
end
end
endmodule
module fir_filter_pipeline(
    input clk,
    input reset,
    input [15:0] sample,
    output [31:0] result,
    output [31:0] noisy_sample
);
    reg [15:0] coeff [0:20];
    reg [31:0] noise;
    reg [31:0] noisy_sample_reg;
    reg [9:0] count;
    reg signed [15:0] sin_lut [0:999];
    integer i;
    initial begin
        for (i = 0; i < 1000; i=i+1) begin
            sin_lut[i] = $rtoi(1000 * $sin(2 * 3.14159 * i / 1000));
        end
        coeff[0] = 16'd0;
        coeff[1] = 16'd301;
        coeff[2]= 16'd1317;
        coeff[3] = 16'd3323;
        coeff[4] = 16'd6580;
        coeff[5] = 16'd11141;
        coeff[6] = 16'd16705;
        coeff[7] = 16'd22583;
        coeff[8] = 16'd27826;
        coeff[9] = 16'd31463;
        coeff[10] = 16'd32767;
        coeff[11] = 16'd31463;
        coeff[12] = 16'd27826;
        coeff[13] = 16'd22583;
        coeff[14] = 16'd16705;
        coeff[15] = 16'd11141;
        coeff[16] = 16'd6580;
        coeff[17] = 16'd3323;
        coeff[18] = 16'd1317;
        coeff[19] = 16'd301;
        coeff[20] = 16'd0;
    end
    reg [15:0] notch_coeff [0:2];
    initial begin
        notch_coeff[0] = 16'd1;
        notch_coeff[1] = -16'd2;
        notch_coeff[2] = 16'd1;
    end
    always @(posedge clk or posedge reset) begin
        if (reset) begin
            count <= 0;
            noise <= 0;
            noisy_sample_reg <= 0;
        end else begin
            count <= count + 1;
            if (count >= 1000) count <= 0;
            noise <= sin_lut[count] <<< 4;
            noisy_sample_reg <= ({sample, 16'd0} + noise);
        end
    end
    reg [31:0] sample_reg [0:20];
    always @(posedge clk or posedge reset) begin
        if (reset) begin
            for (i = 0; i < 21; i = i + 1) begin
                sample_reg[i] <= 0;
            end
        end else begin
            sample_reg[0] <= noisy_sample_reg;
            for (i = 1; i < 21; i = i + 1) begin
                sample_reg[i] <= sample_reg[i-1];
            end
        end
    end
    wire [31:0] product [0:20];
    reg [31:0] product_reg [0:20];
    genvar j;
    generate
        for (j = 0; j < 21; j=j+1) begin : mult_stage
            dadda_multiplier dadda_mult (
                .a(sample_reg[j][31:16]),
                .b(coeff[j]),
                .product(product[j])
            );
            always @(posedge clk or posedge reset) begin
                if (reset) begin
                    product_reg[j] <= 0;
                end else begin
                    product_reg[j] <= product[j];
                end
            end
        end
    endgenerate
    reg [31:0] sum [0:20];
    wire [31:0] add_out [0:20];
    genvar k;
    generate
        for (k = 0; k < 21; k=k+1) begin : add_stage
            if (k == 0) begin
                assign add_out[k] = product_reg[k];
            end else begin
                ripple_carry_adder_32bit rca (
                    .a(sum[k-1]),
                    .b(product_reg[k]),
                    .sum(add_out[k])
                );
            end
            always @(posedge clk or posedge reset) begin
                if (reset) begin
                    sum[k] <= 0;
                end else begin
                    sum[k] <= add_out[k];
                end
            end
        end
    endgenerate
    reg [31:0] notch_sample_reg [0:2];
    always @(posedge clk or posedge reset) begin
        if (reset) begin
            notch_sample_reg[0] <= 0;
            notch_sample_reg[1] <= 0;
            notch_sample_reg[2] <= 0;
        end else begin
            notch_sample_reg[0] <= sum[20];
            notch_sample_reg[1] <= notch_sample_reg[0];
            notch_sample_reg[2] <= notch_sample_reg[1];
        end
    end
    wire [31:0] notch_product [0:2];
    reg [31:0] notch_product_reg [0:2];
    generate
        for (j = 0; j < 3; j=j+1) begin : notch_mult_stage
            dadda_multiplier dadda_mult (
                .a(notch_sample_reg[j][31:16]),
                .b(notch_coeff[j]),
                .product(notch_product[j])
            );
            always @(posedge clk or posedge reset) begin
                if (reset) begin
                    notch_product_reg[j] <= 0;
                end else begin
                    notch_product_reg[j] <= notch_product[j];
                end
            end
        end
    endgenerate
    wire [31:0] rca_sum_wire;
    wire [31:0] rca2_sum_wire;
    carry_save_adder csa (
        .a(notch_product_reg[0]),
        .b(notch_product_reg[1]),
        .c(32'd0),
        .sum(rca_sum_wire),
        .cout()
    );
    ripple_carry_adder_32bit rca2 (
        .a(rca_sum_wire),
        .b(notch_product_reg[2]),
        .sum(rca2_sum_wire)
    );
    dff_32bit dff_result(
        .clk(clk),
        .reset(reset),
        .d(rca2_sum_wire >>> 18),
        .q(result)
    );
    assign noisy_sample = noisy_sample_reg;
endmodule
module full_adder(
input a,
input b,
input cin,
output sum,
output cout
);
assign sum = a ^ b ^ cin;
assign cout = (a & b) | (a & cin) | (b & cin);
endmodule
module ripple_carry_adder_32bit(
input [31:0] a,
input [31:0] b,
output [31:0] sum
);
wire [31:0] carry;
genvar i;
generate
for (i = 0; i < 32; i=i+1) begin
if (i == 0) begin
full_adder fa(
.a(a[i]),
.b(b[i]),
.cin(1'b0),
.sum(sum[i]),
.cout(carry[i])
);
end else begin
full_adder fa(
.a(a[i]),
.b(b[i]),
.cin(carry[i-1]),
.sum(sum[i]),
.cout(carry[i])
);
end
end
endgenerate
endmodule
```
==> summary.txt <==
Summary of the current implementation state.

- The final max-slew violation count recorded for this run is 0.
- The share of the synthesized area in the top cell type is 33.3%, for reference.
- The synthesis warning total is 16, for reference.
- The effective utilization at floorplan is 40.2%, for reference.
- The CTS tree is yes, for reference.
- For this run, the share of the core covered by cells in the final layout is 44.7%.
- For the finished layout, the period the worst path requires is 11.41 ns.
- Per the layout report, the design carries 26000 filler cells.
- According to the I/O placement log, the pin count is 82.
- Counting along the longest clock path gives a buffer depth of 4.
- The via count is 73200, for reference.
- The number of cells on the worst hold path is 0, for reference.
- For reference, the clock transition at the flip-flops on the worst setup and hold paths is 0.06 ns.
- The flow ran to the end, but the final reports show violations.
- The hold violation total from the final report is 0, for reference.
- Dividing the synthesized area by the synthesized cell count gives 11.5 sq um.
- The synthesis-stage register bit count is 1577, for reference.
- The number of standard cells after synthesis is 10300, for reference.
- In this run the remaining antenna-violating nets after routing total 0.
- The final number of setup-violating endpoints is 1, for reference.
- Total global-route track usage over all layers is 19.7%.
- STA lists the maximum fanout along the critical path as 1.
- The slack of the critical path is -0.00909 ns, for reference.
- The final timing report lists clock skew as 0.0751 ns.
- The global placement routability congestion is 0.970, for reference.
- The chip occupies 298000 sq um.
- The classification of the worst setup path is flop to flop, for reference.
- The number of buffers inserted during clock tree synthesis is 178, for reference.
- In this run the number of H-tree levels came out at 4.
- Before antenna repair, the detailed router went through 25 iterations.
- The data required time reported for the critical path is 12.13 ns.
- The total overflow left after global routing is 0.
- The worst hold-check path type is flop to flop, for reference.
- The post-synthesis cell area is 118000 sq um, for reference.
- The number of different library cells in the post-synthesis netlist is 88, for reference.
- The type of destination of the critical path is a flop, for reference.
- The relative area change from synthesis to final layout is 11.1%, for reference.
- Sorting the synthesized cells by area gives the leading types as sky130_fd_sc_hd__dfrtp_1 33%, sky130_fd_sc_hd__fa_1 24%, sky130_fd_sc_hd__ha_1 16%, sky130_fd_sc_hd__inv_1 5.4%, sky130_fd_sc_hd__xnor2_1 4.1%.
- The mean number of vias per cell is 5.04, for reference.
- The floorplan step defined a core boundary enclosing 294000 sq um.
- STA shows the worst reg2reg path with a cell count of 32.
- Note, the detailed placer reported a final HPWL of 209 mm.
- The insertion delay of the later-clocked pin in the worst-skew pair is 0.87 ns, for reference.
- The post-cts hold-fix buffer tally is 0, for reference.
- The worst-case max-slew headroom was logged as 31.0%.
- Entering global routing, the biggest net connects 127 pins.
- After detailed routing, the total wire length is 269 mm.
- The average wire per cell in the routed design is 18.5 microns, for reference.
- The floorplan has 199 rows.
- The most common cell in the netlist is sky130_fd_sc_hd__inv_1, for reference.
- Sorting the synthesized cells by how often they occur yields 1718 x sky130_fd_sc_hd__inv_1, 1577 x sky130_fd_sc_hd__dfrtp_1, 1480 x sky130_fd_sc_hd__ha_1, 1441 x sky130_fd_sc_hd__fa_1, 678 x sky130_fd_sc_hd__a21oi_1.
- The first-pass GRT wire length is 436 mm, for reference.
- The vertical die dimension is 546 microns, for reference.
- The number of flip-flops under the largest register name is 575, for reference.
- Measured along the x axis, the die boundary spans 546 microns.
- The master of the slowest instance on the critical path is sky130_fd_sc_hd__dfrtp_1, for reference.
- The root buffer cell chosen for the clock tree is sky130_fd_sc_hd__clkbuf_16.
- The total placed instance area is 124000 sq um, for reference.
- The fraction of layout cells with a size suffix above 1 is 8.89%, for reference.
- The checks that failed: setup timing.
- Counting flops with an async set or reset pin after synthesis yields a share of 100%.
- The number of antenna violations at the first check in global routing was 2.
- Counting stages on the worst path, the most repeated cell is sky130_fd_sc_hd__fa_2.
- The portion of the clock cycle consumed by the worst path in the final layout is 100%, for reference.
- The chip area line in the Yosys stat output reads 118000 sq um.
- Setup repair after global routing could not meet its margin everywhere.
- The OpenROAD warning count is 123, for reference.
- Data on the critical path arrives at its endpoint at 12.14 ns.
- The post-synthesis sequential area ratio is 33.3%, for reference.
- The flow reports an fmax of 87.6 MHz.
- For the pin with the worst max-slew slack, the measured transition is 1.02 ns.
- In this run, the number of DRC markers left after iteration 0 of detailed routing was 4187.
- The number of global-route vias before repair is 77000, for reference.
- Per the synthesis report, the dominant area consumer among library cells is sky130_fd_sc_hd__dfrtp_1.
- Among all flip-flop cells after synthesis, the most frequent one is sky130_fd_sc_hd__dfrtp_1.
- The number of sinks driven by the clock tree is 1577, for reference.
- The number of enable flip-flop cells is 0, for reference.
- The number of buffers inserted by port buffering is 59, for reference.
- For the completed layout, the total cell area is recorded as 132000 sq um.
- The DRC violation count after routing is 0, for reference.
- The worst stage delay on the critical path is 0.39 ns, for reference.
- The number of cells in Yosys stat is 10300, for reference.
- The count of max-cap constraint violations is 0, for reference.
- Hold timing on the final database bottoms out at a slack of 0.340 ns.
- The startpoint type of the worst setup path is a flop, for reference.
worst max-delay path, delay by kind of cell (launching register included):
family,cells,cell delay [ns]
fa+ha+maj,30,10.63
flops,1,0.39
xor+xnor,2,0.27
cells by family after synthesis:
family | share of synthesized area, %
buffers and inverters | 6.11
other | 0.00317
muxes | 0.249
DFF | 33.3
AOI/OAI and AO/OA | 10.6
and+or+nand+nor | 4.50
adders and majority gates | 40.1
xor gates and xnor gates | 5.11
what timing repair did:
| item | in CTS | in global routing |
|---|---|---|
| setup buffers | 3 | 1 |
| setup endpoints to repair | 83 | 31 |
| resized | 386 | 48 |
| pin swaps | 155 | 29 |
layout by cell type, fill, tap and decap left out, types with 45 or more instances in the layout:
master                               n
sky130_fd_sc_hd__a21o_1            156
sky130_fd_sc_hd__nor2_1            377
sky130_fd_sc_hd__xnor2_1           546
sky130_fd_sc_hd__o21a_1             49
sky130_fd_sc_hd__clkbuf_16         179
sky130_fd_sc_hd__o211ai_1           48
sky130_fd_sc_hd__nand2_1           341
sky130_fd_sc_hd__buf_4             119
sky130_fd_sc_hd__dfrtp_1          1572
sky130_fd_sc_hd__xor2_1            134
sky130_fd_sc_hd__a211oi_1           48
sky130_fd_sc_hd__fa_1             1034
sky130_fd_sc_hd__a31oi_1            69
sky130_fd_sc_hd__ha_1             1476
sky130_fd_sc_hd__nand2b_1           47
sky130_fd_sc_hd__inv_1            1701
sky130_fd_sc_hd__clkdlybuf4s50_1    59
sky130_fd_sc_hd__o21bai_1          283
sky130_fd_sc_hd__a21oi_1           678
sky130_fd_sc_hd__o21ai_0           299
sky130_fd_sc_hd__nor2b_1            45
sky130_fd_sc_hd__nand3_1           104
sky130_fd_sc_hd__nor3_1            106
sky130_fd_sc_hd__fa_2              407
layer usage:
metal	up-vias	part of all wire, %	global-route usage (%)
li1	34300	-	-
met1	36400	42	28.9
met2	2037	47	30.1
met3	503	7.4	5.52
met4	2	3.5	5.50
met5	-	0.018	0.128
final cells by class:
type / instances / area [sq um] / share of cell area, %
sequential: 1577 / 39500 / 30.0
multi-input combinational: 6809 / 72900 / 55.4
inverter: 1721 / 6460 / 4.91
tap: 3919 / 4900 / 3.73
antenna: 1 / 2.50 / 0.00190
clock buffer: 237 / 5070 / 3.85
timing repair buffer: 187 / 1660 / 1.26
clock inverter: 86 / 1090 / 0.827
path summary, 6_finish.rpt:
| check | startpoint | endpoint | slack [ns] |
|---|---|---|---|
| min reg2reg | sum[20][28] | notch_sample_reg[0][28] | 0.34 |
| min in group asynchronous | reset | sum[12][18] | 1.83 |
| max | sum[10][1] | sum[11][31] | -0.009 |
| max reg2reg | sum[10][1] | sum[11][31] | -0.009 |
| min | sum[20][28] | notch_sample_reg[0][28] | 0.34 |
| max in group asynchronous | reset | product_reg[16][3] | 7.23 |
metrics by stage:
step | worst slack (ns) | instances | TNS, ns
after floorplan | -12.73 | 10300 | -
after global placement | -3.30 | 14200 | -91.27
after detailed placement | -3.35 | 14200 | -98.55
after CTS | -0.0398 | 14500 | -0.0398
after global routing | -0.285 | 14500 | -2.12
final | -0.00909 | 14500 | -0.00909
